<file path="./run.sh">
#!/bin/bash
# OpenROAD 26Q1-2900-gdf79404cd8, Yosys 0.63+post, stock flow scripts
make -C /OpenROAD-flow-scripts/flow DESIGN_CONFIG=/design/flow/config.mk WORK_HOME=/design/flow/orfs finish
</file>
<file path="./constraint.sdc">
current_design Datapath

set clk_period 16.9
set clk_io_pct 0.2

create_clock -name clk0 -period $clk_period [get_ports {clk}]

set non_clock_inputs [all_inputs -no_clocks]
set_input_delay [expr $clk_period * $clk_io_pct] -clock clk0 $non_clock_inputs
set_output_delay [expr $clk_period * $clk_io_pct] -clock clk0 [all_outputs]
</file>
<file path="./design.v">
module ZeroExtender(
    input  wire       in,     
    output wire [31:0] out     
);
    assign out = {31'b0, in};
endmodule
module Adder(
    input  wire [31:0] A,
    input  wire [31:0] B,
    output wire [31:0] Result
);
    assign Result = A + B;
endmodule
module Subtractor(
    input  wire [31:0] A,
    input  wire [31:0] B,
    output wire [31:0] Result
);
    assign Result = A - B;
endmodule
module And32(
    input  wire [31:0] A,
    input  wire [31:0] B,
    output wire [31:0] Result
);
    assign Result = A & B;
endmodule
module Xor32(
    input  wire [31:0] A,
    input  wire [31:0] B,
    output wire [31:0] Result
);
    assign Result = A ^ B;
endmodule
module SLT(
    input  wire [31:0] A,
    input  wire [31:0] B,
    output wire [31:0] Result
);
    wire less_bit;
    assign less_bit = (A < B) ? 1'b1 : 1'b0;
    ZeroExtender ze(.in(less_bit), .out(Result));
endmodule
module ALU(
    input  wire [31:0] A,
    input  wire [31:0] B,
    input  wire [2:0]  ALUControl,
    output reg  [31:0] Result,
    output wire        Zero
);
    wire [31:0] addRes, subRes, andRes, xorRes, sltRes;
    Adder       add(.A(A), .B(B),           .Result(addRes));
    Subtractor  sub(.A(A), .B(B),           .Result(subRes));
    And32       _and(.A(A), .B(B),          .Result(andRes));
    Xor32       _xor(.A(A), .B(B),          .Result(xorRes));
    SLT         slt(.A(A), .B(B),           .Result(sltRes));
    always @(*) begin
        case (ALUControl)
            3'b000: Result = addRes;
            3'b001: Result = subRes;
            3'b010: Result = andRes;
            3'b011: Result = xorRes;
            3'b101: Result = sltRes;
            default: Result = 32'b0;
        endcase
    end
    assign Zero = (Result == 32'b0);
endmodule
module Datapath(
    input  wire           clk,
    input  wire           rst,
    input  wire           wr,
    input  wire [2:0]     ALUControl,
    input  wire [1:0]     addr1,
    input  wire [1:0]     addr2,
    input  wire [1:0]     addr3,
    output wire           Zero
);
    wire [31:0] data1;
    wire [31:0] data2;
    wire [31:0] alu_result;
    regfile rf (
        .addr1(addr1),
        .addr2(addr2),
        .addr3(addr3),
        .data1(data1),
        .data2(data2),
        .data3(alu_result),
        .clk(clk),
        .wr(wr),
        .rst(rst)
    );
    ALU alu_unit (
        .A(data1),
        .B(data2),
        .ALUControl(ALUControl),
        .Result(alu_result),
        .Zero(Zero)
    );
endmodule
module regfile(
        addr1, addr2, addr3, data1, data2, data3, clk, wr, rst
    );
    input clk, wr, rst;
    input [1:0] addr1, addr2, addr3;
    input [32-1:0] data3;
    output [32-1:0] data1, data2;
    reg [32-1:0] register[3:0];
    initial register[0] = 32'h12345678;
    initial register[1] = 32'h9ABCDEF0;
    initial register[2] = 32'hFFFFFFFF;
    initial register[3] = 32'h00000001;
    assign data1 = register[addr1];
    assign data2 = register[addr2];
    always @(posedge clk) begin
        if(rst) begin
            register[0] <= 0;
            register[1] <= 0;
            register[2] <= 0;
            register[3] <= 0;
        end
        if(wr) begin
            register[addr3] <= data3;
        end
    end
endmodule
</file>
<file path="./config.mk">
export PLATFORM = sky130hd
export DESIGN_NAME = Datapath
export DESIGN_NICKNAME = Datapath
export VERILOG_FILES = /design/flow/design.v
export SDC_FILE = /design/flow/constraint.sdc
export NUM_CORES = 4
export LEC_CHECK = 1
export CORE_UTILIZATION = 50
</file>
==> results.cfg <==
; flow metrics
[floorplanning]
io_pins = 13
coreArea_sq_um = 22030
die_area_sq_um = 23280
rows = 54
die_y_um = 152.6
die_w_um = 152.6
fp_util = 0.5146

[status]
status = completed

[power]
switching_share = 0.3770
clockPowerShare = 0.265
pwr-share-seq = 0.323
intPower_mw = 0.7395
powerDensity_nw_per_um2 = 97.35
cellLeakagePower_nw = 4.511
ir_drop_v = 0.0001063
p_sw_mw = 0.4475
power_frac_comb = 0.412

[synthesis]
yosysTopAreaCell = edfxtp_1
yosysWarnings = 2
syn_inst = 1186
yosysMostFrequentCell = nor2_1
ys_cells = 1186
synthFlopType = edfxtp_1
syn_avg_cell_area_sq_um = 9.557
ys_area_sq_um = 11330
async_reset_ff_frac = 0
synth_top_area_share = 0.3391
edf_count = 128
yosys.stat.seqShare = 0.3391
yosys-top-cells-count = nor2_1 (215), edfxtp_1 (128), a21oi_1 (79)
synth_flops = 128
ys_types = 89
syn-cell-area_sq_um = 11330
top_cells_by_area = edfxtp_1 (34%), mux4_2 (13%), nor2_1 (7.1%)

[setup_path]
cpMaxStageDelayCell = mux4_2
critPathKind = primary input to primary output
critPathMostFrequentCell = and4_1
cp.depth = 15
slowest_delay_ns = 0.61
r2r_start = rf.register[2][11]$_SDFFCE_PN0P_
crit_family = simple AND/OR/NAND/NOR gates
startpoint_type = primary input
path_buffers = 3
critical_path_required_ns = 13.52
r2r_cells = 11
r2r_slack_ns = 12.64
cp.arrival_ns = 8.64
cp-startpoint = addr1[0]
end_kind = primary output
crit_chain = buf_2 -> buf_4 -> mux4_2 -> ha_1 -> or2_2 -> nor3_1 -> and3_1 -> a22oi_1 -> o211ai_1 -> mux2_2 -> a21oi_1 -> and4_1 -> and4_1 -> and4_1 -> clkdlybuf4s50_1
path_max_fanout = 32
r2r_end = rf.register[2][30]$_SDFFCE_PN0P_

[finish]
top_regs = rf.register: 128 flops
largest_reg_flops = 128
syn2layout_area_growth_pct = 7.572
final_cells = 1458
top_register = rf.register
drive_above_1_share = 0.1324
fin_area_sq_um = 12190

[cts]
postCtsHoldBufs = 0
cts_max_level = 4
cts.sinks = 128
clk_pin_slew_ns = 0.05
cts_tree = built
cts_root_buffer = clkbuf_16
clockBufferDepth = 2
cts_buffers = 17
cts_setup_buffers = 0
insertion_delay_ns = 0.40
cts_resized = 0

[hold_path]
holdCritPathClass = register to register
holdPathStages = 4
hp-start = rf.register[1][2]$_SDFFCE_PN0P_
hold-path-endpoint = rf.register[0][2]$_SDFFCE_PN0P_

[route]
vias_per_cell = 6.691
drc = 0
routedWlPerCell_um = 24.57
drt_iter0_drc = 889
vias = 9756
wirelength_mm = 35.82
dr.pass1.iters = 5
diodes = 0
drtAntennaViolNets = 0

[global_route]
grt_usage = 0.3360
grt_start_max_net_pins = 45
grt_pass1_wl_mm = 55.97
antenna_found_initial = 0
grt_pass1_vias = 9522
grt-ovfl-total = 0

[final_timing]
slew_headroom = 0.3860
slew_violations = 0
whs_ns = 1.197
setup_viol = 0
finClkSkew_ns = 0.01119
tns_ns = 0
finalClockPeriodUsage = 0.7112
period_needed_ns = 12.02
rsz0062_at_grt = no
fmax_mhz = 83.20
max_slew.worst_pin.slew_ns = 0.9170
hold_viol_final = 0

[run]
openroad.warnings = 57
drv_cap = 0

[placement]
io_buffers = 12
post_dp_cell_area_sq_um = 11690
place.gp.congestion = 0.9797
dp_hpwl_mm = 25.31
post-place-cells = 1428
## cell families (layout without fill, tap and decap cells)
| logic type | after synthesis | after routing | synth area share |
|---|---|---|---|
| simple gates | 439 | 439 | 0.1817 |
| compound gates | 306 | 306 | 0.1976 |
| buf+inv | 152 | 144 | 0.05288 |
| flops | 128 | 128 | 0.3391 |
| mux | 82 | 82 | 0.1445 |
| fa+ha+maj | 66 | 66 | 0.07418 |
| xor+xnor | 13 | 13 | 0.01005 |
## worst min-delay path, cell delays in order (launching register included)
cell and delay (ns):
edfxtp_1 0.34, mux4_2 0.25, ha_1 0.22, a2bb2oi_1 0.18
nor2_1 0.10
## cell usage in the layout (no fill, tap or decap), types with 14 or more instances in the layout
master     netlist  routed
nand2_1         65      65
mux4_2          65      65
inv_1           72      72
nand2b_1        20      16
nand4_1         15      15
nor2_1         215     215
nor3_1          28      27
o21ai_0         36      36
nor2b_1         15      15
ha_1            64      64
a21o_1          15      15
mux2i_1         14      14
a21oi_1         79      79
clkbuf_16        0      17
a211oi_1        15      15
edfxtp_1       128     128
nand3_1         15      15
buf_4            1      27
## routing by layer
metal	vias up	track usage	wire, um
li1	4456	-	-
met1	4659	0.5326	14900
met2	596	0.4443	14940
met3	43	0.1663	5295
met4	2	0.05099	621
met5	-	0.03934	63
## through the flow
stage / worst slack [ns] / total power [mW] / utilization
2_1_floorplan: 5.956 / 0.7314 / -
3_3_place_gp: 4.916 / 0.8652 / 0.5305
3_5_place_dp: 4.869 / 0.8636 / 0.5305
4_1_cts: 4.853 / 1.180 / 0.5536
5_1_grt: 4.540 / 1.248 / 0.5536
6_report: 4.881 / 1.187 / 0.5536
## worst max path at each step
stage	endpoint	slack, ns
CTS	Zero	4.85
global route	Zero	4.54
finish	Zero	4.88
## cell type report
| cell class | instances | area, sq um |
|---|---|---|
| timing repair buffer | 39 | 302.8 |
| multi-input combinational | 906 | 6907 |
| clock buffer | 19 | 432.9 |
| clock inverter | 11 | 75.07 |
| inverter | 75 | 281.5 |
| tap | 280 | 350.3 |
| sequential | 128 | 3844 |
| fill | 1926 | 9833 |
## power groups by stage
| stage | sequential, mW | combinational, mW | clock [mW] |
|---|---|---|---|
| after CTS | 0.383 | 0.477 | 0.319 |
| after global routing | 0.386 | 0.530 | 0.332 |
| final | 0.384 | 0.489 | 0.315 |
No activity file was given, so power comes from the tool's default toggle rates.
